## flow/run.sh

```bash
#!/bin/bash
# OpenROAD 26Q1-2900-gdf79404cd8, Yosys 0.63+post, stock flow scripts
make -C /OpenROAD-flow-scripts/flow DESIGN_CONFIG=/design/flow/config.mk WORK_HOME=/design/flow/orfs finish
```

## flow/config.mk

```make
export PLATFORM = sky130hd
export DESIGN_NAME = freq_ch
export DESIGN_NICKNAME = freq_ch
export VERILOG_FILES = /design/flow/design.v
export SDC_FILE = /design/flow/constraint.sdc
export NUM_CORES = 4
export LEC_CHECK = 1
export CORE_AREA = 10 10 70 70
export DIE_AREA = 0 0 80 80
```

## flow/constraint.sdc

```tcl
current_design freq_ch

set clk_period 1.3
set clk_io_pct 0.2

create_clock -name clk0 -period $clk_period [get_ports {clk}]

set non_clock_inputs [all_inputs -no_clocks]
set_input_delay [expr $clk_period * $clk_io_pct] -clock clk0 $non_clock_inputs
set_output_delay [expr $clk_period * $clk_io_pct] -clock clk0 [all_outputs]
```

## flow/design.v

```verilog
`timescale 1ns / 1ps
module freq_ch(
    input clk,
    input wire [3:0] bto,
    output reg [2:0] freq_dy
    );
reg [2:0] freq_cnt;
initial begin 
    freq_dy = 0;
    freq_cnt = 0;
end
always@(posedge clk) begin
    if(bto[1] == 1) begin
        if(freq_cnt == 4) begin
            freq_cnt = 0;          
        end
        else begin
            freq_cnt = freq_cnt + 1;
        end
    end
end
always@(posedge clk) begin
    if(freq_dy == freq_cnt) begin
        freq_dy = 0;
    end
    else begin
        freq_dy = freq_dy + 1;
    end
end
endmodule
```

==> metrics.cfg <==
[clock_network]
cts.path.max_buffers = 2
cts_root_buf = clkbuf_4
cts_made_buffers = 3
h-tree-depth = 1
cts_hold_buffers = 0
cts.reportedPaths.clkPinSlew_ns = 0.05
clk_latency_ns = 0.25
cts_tree = built
cts_sinks = 6

[worst_hold_path]
min_from = freq_dy[0]
hold_class = reg -> reg
hold_depth = 2
min_to = freq_dy[0]

[drt]
wl_per_cell_um = 6.556
routed_via_density = 2.654
insertedDiodeCount = 0
routed-via-count = 215
ant_nets = 0
finalWirelength_um = 531
drcViolationCount = 0
drtPass1Iterations = 2
drt-initial-drc-count = 6

[setup_path]
worstRegToRegCells = 4
path_cells = inv_1 -> ha_1 -> nand2b_1 -> mux2i_1
endpoint_kind = register
r2r_slack_ns = 0.15
critPathRequiredTime_ns = 1.29
cpMaxStageDelayCell = edfxtp_1
r2r_start = freq_cnt[0]
cp-start-kind = register
timing.rr.end = freq_cnt[2]
crit_arrival_ns = 1.14
cpPeakStageDelay_ns = 0.44
worstPathMaxFanout = 4
critPathKind = reg -> reg

[final_timing]
slew_headroom_pct = 83.51
period_used_pct = 88.10
final.min_clock_period_ns = 1.145
hold_viol = 0
tightest_slew_ns = 0.2456
slew_viol_final = 0
clock.fmax_mhz = 873.1
fin_skew_ns = 0.008436
setup_violations = 0
setup_tns_ns = 0
rsz0062_at_grt = no

[power_and_ir_drop]
cell_internal_pwr_w = 0.0006474
finalPower_w = 0.0009136
clkPwrFrac_pct = 20.0
leakage_nw = 0.1988
ir_worst_vdd_uv = 407.6
combPwrFrac_pct = 45.4
sequentialPowerShare_pct = 34.6
netSwitchingFraction_pct = 29.14
power_switching_w = 0.0002662
powerDensity_mw_per_mm2 = 2045

[logic_synthesis]
syn_inst = 23
ys_warn_count = 1
syn_area_per_cell_um2 = 12.24
ys.flops = 6
ys_chip_area_um2 = 281.5
ys_cells = 23
syn_area_um2 = 281.5
ys_seq_share_pct = 53.33
synth.distinct_cells = 10

[global_route]
grt_pass1_vias = 215
grt.overflow.total = 0
busiest_layer = met3
grt_max_degree = 6
grtUsageMet1_pct = 1.827
antenna_found_initial = 0
global_route.usage.met2_pct = 1.926
global_route.usage.total_pct = 1.794
use_met3_pct = 2.614
grt_pass1_wl_um = 876

[job]
warnings = 29
max_cap_viol_count = 0

[place]
portBuffers = 4
dp_hpwl_um = 405.5
gp_congestion = 0.6829

[die]
rows = 21
die_w_um = 80
die-height_um = 80
core_mm2 = 0.003416
fp_util_pct = 8.242
io_pins = 8
die-area_mm2 = 0.006400

[final_layout]
final_core_util_pct = 13.08
drive_above_1_share_pct = 28.57
syn_to_final_growth_pct = 58.67

[status]
status = completed

[sequential cells by signal, indices dropped and copies added (netlist names)]
| name | cells |
|---|---|
| freq_dy | 3 |
| freq_cnt | 3 |
[power groups by stage]
stage | Sequential [W] | Clock, W | Combinational [W]
after CTS | 0.000315 | 0.000191 | 0.000416
after global routing | 0.000328 | 0.000213 | 0.000477
final | 0.000316 | 0.000183 | 0.000415
[how the worst max path moves through the flow]
stage / start / end / depth (start not counted)
global route: freq_cnt[0] / freq_cnt[2] / 4
finish: freq_cnt[0] / freq_cnt[2] / 4
CTS: freq_dy[2] / freq_dy[2] / 1
[critical path, delay by kind of cell (launching register included)]
| kind | cells | cell delay (ns) |
|---|---|---|
| DFF | 1 | 0.44 |
| buffers and inverters | 1 | 0.09 |
| and+or+nand+nor | 1 | 0.11 |
| adders and majority gates | 1 | 0.18 |
| muxes | 1 | 0.07 |
[cells in the mapped netlist]
library cell / count / area (um2)
a21boi_0: 1 / 7.510
edfxtp_1: 3 / 90.09
nand2b_1: 1 / 6.260
dfxtp_1: 3 / 60.06
mux2i_1: 1 / 10.01
xnor2_1: 4 / 35.03
inv_1: 3 / 11.26
a31oi_1: 3 / 18.77
a21oi_1: 1 / 5.000
ha_1: 3 / 37.54
[metal layers]
metal	up-vias	share of wire, %
li1	107	-
met1	98	46
met2	8	34
met3	2	18
met4	0	2.1
met5	-	0
[cell usage in the layout, fill, tap and decap left out]
cell / count
xnor2_1: 4
buf_4: 4
inv_1: 3
a31oi_1: 3
ha_1: 3
clkbuf_4: 3
edfxtp_1: 3
dfxtp_2: 3
dlymetal6s2s_1: 3
a21boi_0: 1
a21oi_1: 1
nand2b_1: 1
mux2i_1: 1
clkbuf_1: 1
clkdlybuf4s50_1: 1
[per-stage QoR]
stage               cells  hold slack [ns]  setup WS, ns  instance area (um2)
floorplan              23           0.3725        0.2291                281.5
global placement       73           0.4834        0.1794                379.1
detailed placement     73           0.5057        0.1488                379.1
CTS                    80           0.5127       0.01433                431.7
global route           81           0.5423       0.08988                446.7
finish                 81           0.5170        0.1547                446.7
[cell families (layout without fill, tap and decap cells)]
| family | after synthesis | after routing | synth area share (%) |
|---|---|---|---|
| AND-OR/OR-AND | 5 | 5 | 11.11 |
| XOR/XNOR | 4 | 4 | 12.44 |
| adder cells (fa/ha/maj) | 3 | 3 | 13.33 |
| buffers and inverters | 3 | 15 | 4.000 |
| flip-flops | 6 | 6 | 53.34 |
| multiplexers | 1 | 1 | 3.556 |
| AND/OR/NAND/NOR | 1 | 1 | 2.224 |
[layout make-up]
| cell class | count | area, um2 |
|---|---|---|
| flip-flops and latches | 6 | 153.9 |
| clock buffers | 4 | 26.28 |
| repair buffers | 8 | 77.57 |
| inverters | 3 | 11.26 |
| fillers | 392 | 2969 |
| well taps | 46 | 57.56 |
| multi-input cells | 14 | 120.1 |
[repair_timing]
action	CTS	global route
resized	3	3
endpoints found under the setup margin	3	3
pin swaps	0	0
gates cloned	0	0
setup buffers	3	1
